==> flow/design.v <==
module MEM_WB (
    input clk,
    input MEM_regwrite,
    input MEM_memtoreg,
    input [31:0] MEM_rdata,
    input [31:0] MEM_out,
    input [2:0] MEM_rd,
    output reg WB_regwrite,
    output reg WB_memtoreg,
    output reg [31:0] WB_rdata,
    output reg [31:0] WB_out,
    output reg [2:0] WB_rd
);
always @(posedge clk ) begin
    WB_regwrite <= MEM_regwrite;
    WB_memtoreg <= MEM_memtoreg;
    WB_rdata <= MEM_rdata;
    WB_out <= MEM_out;
    WB_rd <= MEM_rd;
end
endmodule
==> flow/run.sh <==
#!/bin/bash
# OpenROAD 26Q1-2900-gdf79404cd8, Yosys 0.63+post, stock flow scripts
make -C /OpenROAD-flow-scripts/flow DESIGN_CONFIG=/design/flow/config.mk WORK_HOME=/design/flow/orfs finish
==> flow/config.mk <==
export PLATFORM = sky130hd
export DESIGN_NAME = MEM_WB
export DESIGN_NICKNAME = MEM_WB
export VERILOG_FILES = /design/flow/design.v
export SDC_FILE = /design/flow/constraint.sdc
export NUM_CORES = 4
export LEC_CHECK = 1
export CORE_AREA = 10 10 102 102
export DIE_AREA = 0 0 112 112
==> flow/constraint.sdc <==
current_design MEM_WB

set clk_period 1.0
set clk_io_pct 0.2

create_clock -name clk0 -period $clk_period [get_ports {clk}]

set non_clock_inputs [all_inputs -no_clocks]
set_input_delay [expr $clk_period * $clk_io_pct] -clock clk0 $non_clock_inputs
set_output_delay [expr $clk_period * $clk_io_pct] -clock clk0 [all_outputs]
==> flow_metrics.py <==
# Metrics from the implementation run
metrics = {
    "global_route": {
        "grt-ovfl-total": 0,
        "grt_first_pass_wirelength_mm": 6.93,
        "antenna_found_initial": 0,
        "grt_use_total_pct": 6.91,
        "via_count_of_the_first_global_routing_pass": 1201,
        "grt_max_degree": 12,
    },
    "clock_network": {
        "ctsHoldBuffers": 0,
        "cts_tree": "yes",
        "htreeDepth": 3,
        "clockRootBuffer": "sky130_fd_sc_hd__clkbuf_8",
        "buffers_from_clock_root_to_sink_at_most": 2,
        "path_clk_slew_ns": 0.07,
        "tritoncts_num_sinks": 69,
        "postCtsSetupBuffers": 0,
        "ctsResizeCount": 216,
        "cts_buffers": 9,
    },
    "timing": {
        "hold_viol_final": 0,
        "final-setup-viol-count": 0,
        "post-route-min-period_ns": 0.961,
        "fin_setup_tns_ns": 0,
        "max-slew-margin-rel_pct": 92.8,
        "tightest_slew_ns": 0.108,
        "clock.fmax_mhz": 1040,
        "timing.final.max_slew_violations": 0,
        "unrepaired_setup_endpoints_after_global_routing": "yes",
        "timing.hold.ws_ns": 0.299,
        "timing.final.crit_share_pct": 96.1,
    },
    "critical_path": {
        "timing.critical_path.cells": "buf_2",
        "critical_path.top_delay_family": "flip-flops",
        "cpPeakStageDelay_ns": 0.32,
        "start_kind": "register",
        "critPathCaptureType": "output port",
        "cp.buffers_inverters": 1,
        "critical_path_peak_fanout": 1,
        "worstPathRequired_ns": 0.80,
        "crit_slowest_cell": "sky130_fd_sc_hd__dfxtp_2",
        "arrival_ns": 0.76,
        "timing.setup.critical_path_class": "reg -> out",
        "worstSetupStartpoint": "WB_rdata[2]",
    },
    "power": {
        "power_density_mw_per_mm2": 2090,
        "clock_power_share_pct": 43.1,
        "internal_power_mw": 4.75,
        "comb_power_share_pct": 6.5,
        "leakage_nw": 1.24,
        "p_switching_mw": 1.06,
        "seq_power_share_pct": 50.3,
        "power.ir.vdd_worst_mv": 0.978,
        "switching_share_pct": 18.2,
    },
    "drt": {
        "vias": 1059,
        "vias_per_cell": 3.23,
        "number_of_iterations_in_the_first_detailed_routing_pass": 3,
        "drc_errors": 0,
        "ant_nets": 0,
        "wl_per_cell_um": 14.0,
        "detail_route.wirelength_mm": 4.59,
        "n_antenna_cell": 0,
        "detail_route.iter0.violations": 10,
    },
    "final_layout": {
        "multiInputCombCellCount": 0,
        "drive_above_1_share_pct": 39.0,
        "fillers": 841,
        "area_growth_pct": 101,
        "combGateArea_um2": 0,
    },
    "outcome": {
        "run_status": "finished, final reports clean",
    },
    "floorplan": {
        "floorplan.initialDensity_pct": 16.8,
        "core-area_mm2": 0.00822,
        "die.size.x_um": 112,
        "ioPinCount": 139,
        "placementRows": 33,
        "die-area_mm2": 0.0125,
        "die-height_um": 112,
    },
    "run": {
        "stage_log_warnings": 26,
        "cap_viol_max_count": 0,
    },
    "placement": {
        "routability_driven_placement_congestion_ratio": 0.737,
        "detailedPlacementHpwl_mm": 3.75,
        "port_buffer_cells": 138,
    },
    "logic_synthesis": {
        "ys_seq_elements": 69,
        "yosys_warnings": 1,
        "yosys-stat-area_mm2": 0.00138,
        "postSynthAreaPerCell_um2": 20.0,
        "synth_sequential_area_ratio_pct": 100,
        "synth-cells-yosys": 69,
        "netlist_area_mm2": 0.00138,
        "syn-instance-count": 69,
        "netlist-cell-type-count": 1,
    },
    "worst_hold_path": {
        "min_from": "MEM_rdata[24]",
        "timing.hold.worst.class": "in -> reg",
    },
}
area by class of cell:
class                 count  area (um^2)  share of cell area (%)
Sequential cell          69         1390                    49.9
Clock inverter            4         70.1                    2.52
Tap cell                105          131                    4.73
Clock buffer             12          155                    5.59
Timing Repair Buffer    138         1040                    37.3
stage by stage:
step / std cells / utilization, % / total power [mW] / setup slack [ns] / cell area [um^2]
detailed placement: 312 / 35.2 / 3.52 / 0.00699 / 2890
floorplan: 69 / - / 2.95 / 0.538 / 1380
global placement: 312 / 35.2 / 3.52 / -0.00395 / 2890
global route: 328 / 33.8 / 6.09 / -0.00727 / 2780
CTS: 328 / 33.8 / 5.95 / 0.00126 / 2780
finish: 328 / 33.8 / 5.81 / 0.0391 / 2780
power by group through the flow:
stage	clock network (mW)	logic, mW	registers (mW)
4_1_cts	2.63	0.394	2.92
5_1_grt	2.74	0.417	2.94
6_report	2.50	0.380	2.92
kinds of logic (layout without fill, tap and decap cells):
logic type | count (synthesis) | in the layout | share of synthesized area [%]
DFF | 69 | 69 | 100
buffers and inverters | 0 | 154 | 0
routing by layer:
| layer | GRT usage (%) | up-vias | share of wire, % |
|---|---|---|---|
| li1 | - | 510 | - |
| met1 | 7.28 | 455 | 36 |
| met2 | 10.3 | 88 | 44 |
| met3 | 6.24 | 6 | 19 |
| met4 | 1.18 | 0 | 0.78 |
| met5 | 0 | - | 0 |
synth_stat cells, drive strengths merged:
cell type / number / area, um^2
dfxtp: 69 / 1380
flip-flops by register name, summed over array words and instances, names as in the netlist:
signal       cells
WB_memtoreg      1
WB_out          32
WB_rd            3
WB_rdata        32
WB_regwrite      1
path summary, 6_finish.rpt:
| path | depth (start not counted) | end |
|---|---|---|
| worst max-delay path | 1 | WB_rdata[2] |
| worst min-delay path | 1 | WB_rdata[24] |
cell usage in the layout (no fill, tap or decap), drive strengths merged:
master,instances
buf,69
clkbuf,12
clkinv,2
dfxtp,69
bufinv,2
clkdlybuf4s50,69
No activity file was given, so power comes from the tool's default toggle rates.
