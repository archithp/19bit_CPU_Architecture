**/design/flow/config.mk**
```make
export PLATFORM = sky130hd
export DESIGN_NAME = ID_EX
export DESIGN_NICKNAME = ID_EX
export VERILOG_FILES = /design/flow/design.v
export SDC_FILE = /design/flow/constraint.sdc
export NUM_CORES = 4
export LEC_CHECK = 1
export CORE_UTILIZATION = 30
```
**/design/flow/constraint.sdc**
```tcl
current_design ID_EX

set clk_period 1.0
set clk_io_pct 0.2

create_clock -name clk0 -period $clk_period [get_ports {clk}]

set non_clock_inputs [all_inputs -no_clocks]
set_input_delay [expr $clk_period * $clk_io_pct] -clock clk0 $non_clock_inputs
set_output_delay [expr $clk_period * $clk_io_pct] -clock clk0 [all_outputs]
```
**/design/flow/design.v**
```verilog
module ID_EX(   input clk,
                input [4:0] ID_opcode,
                input ID_regwrite,
                input ID_memtoreg,
                input ID_memread,
                input ID_memwrite,
                input ID_alusrc,
                input ID_aluop,
                input ID_regdist,
                input [7:0] ID_immediate,
                input [2:0] ID_rs,
                input [2:0] ID_rt,
                input [2:0] ID_rd,
                input [31:0] ID_rd1,
                input [31:0] ID_rd2,
                output reg [4:0] EX_opcode,
                output reg EX_regwrite,
                output reg EX_memtoreg,
                output reg EX_memread,
                output reg EX_memwrite,
                output reg EX_alusrc,
                output reg EX_aluop,
                output reg EX_regdist,
                output reg [7:0] EX_immediate,
                output reg [2:0] EX_rs,
                output reg [2:0] EX_rt,
                output reg [2:0] EX_rd,
                output reg [31:0] EX_rd1,
                output reg [31:0] EX_rd2);
    always @(posedge clk) begin
        EX_opcode <= ID_opcode;
        EX_regwrite <= ID_regwrite;
        EX_memtoreg <= ID_memtoreg;
        EX_memread <= ID_memread;
        EX_memwrite <= ID_memwrite;
        EX_alusrc <= ID_alusrc;
        EX_aluop <= ID_aluop;
        EX_regdist <= ID_regdist;
        EX_immediate <= ID_immediate;
        EX_rs <= ID_rs;
        EX_rt <= ID_rt;
        EX_rd <= ID_rd;
        EX_rd1 <= ID_rd1;
        EX_rd2 <= ID_rd2;
    end
endmodule
```
**/design/flow/run.sh**
```bash
#!/bin/bash
# OpenROAD 26Q1-2900-gdf79404cd8, Yosys 0.63+post, stock flow scripts
make -C /OpenROAD-flow-scripts/flow DESIGN_CONFIG=/design/flow/config.mk WORK_HOME=/design/flow/orfs finish
```
==> impl_metrics.py <==
# Metrics from the implementation run
metrics = {
    "logic_synthesis": {
        "ys.warnings.count": 1,
        "ys_seq_elements": 93,
        "yosysSeqAreaShare_pct": 100,
        "synth_chip_area_sq_um": 1860,
        "syn-cell-area_sq_um": 1860,
        "topCellsByArea": "dfxtp_1",
        "syn_avg_cell_area_sq_um": 20.0,
        "yosys_cells": 93,
        "synth_top_area_share_pct": 100,
        "yosys.area.top_type": "dfxtp_1",
        "syn_inst": 93,
        "ys_types": 1,
    },
    "timing": {
        "drv_slew": 0,
        "max_freq_ghz": 1.04,
        "fin_crit_sh_pct": 96.3,
        "report.final.hold_viol_count": 0,
        "rsz0062_at_grt": "true",
        "setup_violations": 0,
        "fin_tns_setup_ps": 0,
        "maxSlewHeadroom_pct": 93.3,
        "tightest_slew_ps": 99.9,
        "min_period_ps": 963,
        "hold-worst-slack_ps": 293,
    },
    "drt": {
        "drt_iter0_drc": 35,
        "drt-pass1-iter-count": 4,
        "ant_nets": 0,
        "via_per_inst": 3.79,
        "drc": 0,
        "num_vias": 1404,
        "wl_um": 5100,
        "n_antenna_cell": 0,
        "wl_per_cell_um": 13.8,
    },
    "cells_and_area": {
        "drive_above_1_share_pct": 40.0,
        "area_growth_pct": 94.6,
        "comb_area_sq_um": 0,
        "utilization_pct": 60.8,
        "logic_gate_count": 0,
        "fin_cells": 370,
        "layout_top_cell": "clkdlybuf4s50_1",
        "fill_cells": 512,
        "mostFrequentLayoutCells": "clkdlybuf4s50_1, buf_2, dfxtp_1",
    },
    "global_routing": {
        "grt_use_met3_pct": 12.4,
        "grt_max_degree": 15,
        "antenna_found_initial": 0,
        "grt_pass1_wl_um": 7400,
        "grt-busiest-layer": "met2",
        "grtUsageMet1_pct": 16.9,
        "grt_pass1_vias": 1434,
        "grtUsageMet2_pct": 25.3,
        "overflow": 0,
        "grt_usage_pct": 16.3,
    },
    "clock_network": {
        "root_buffer": "clkbuf_8",
        "tritoncts": "done",
        "cts_setup_buffers": 0,
        "htreeDepth": 3,
        "ctsHoldBuffers": 0,
        "cts_sinks": 93,
        "clkTransAtPathRegs_ps": 80,
        "cts.path.max_buffers": 2,
        "cts_made_buffers": 9,
    },
    "floorplan": {
        "die_x_um": 80.8,
        "ioPinCount": 187,
        "coreArea_sq_um": 5960,
        "rows": 28,
        "die_area_sq_um": 6520,
        "die_y_um": 80.8,
        "initial_core_util_pct": 31.3,
    },
    "setup_path": {
        "cp.arrival_ps": 760,
        "crit_chain": "buf_6",
        "path_delay_family": "flip-flops",
        "required_ps": 800,
        "worstPathMaxFanout": 1,
        "endpoint_kind": "primary output",
        "crit_buf_inv": 1,
        "cp-startpoint": "EX_rs[1]",
        "start_kind": "flop",
        "timing.critical_path.slowest_cell_delay_ps": 320,
        "crit_type": "flop to primary output",
        "cp_slowest_cell": "dfxtp_2",
    },
    "min_path": {
        "min_path_type": "primary input to flop",
        "hp-start": "ID_rd1[25]",
    },
    "power_and_ir_drop": {
        "peakVddDrop_mv": 1.13,
        "p_per_area_nw_per_um2": 1980,
        "leakagePower_nw": 1.64,
        "total_power_mw": 7.18,
    },
    "placement": {
        "globalplace.congestion": 0.794,
        "place_inst": 354,
        "io_buffers": 186,
    },
    "status": {
        "outcome": "finished clean",
    },
    "run": {
        "maxCapViolations": 0,
        "tool_warnings": 27,
    },
}
state kept, by name, summed over array words and instances (netlist names), 3 cells and up:
register / cells
EX_rd1: 32
EX_rs: 3
EX_immediate: 8
EX_rt: 3
EX_rd: 3
EX_opcode: 5
EX_rd2: 32
Yosys cell counts (all sizes together):
master,number
dfxtp,93
stage by stage:
stage / cell area, sq um / worst slack, ps
floorplan: 1860 / 538
global placement: 3820 / -8.43
detailed placement: 3820 / -9.04
CTS: 3590 / 1.46
global route: 3620 / -13.8
finish: 3620 / 36.9
layer usage:
metal	part of all wire, %	wire length, um
met5	0	0
met4	3.1	156
met3	19	983
met2	48	2430
met1	30	1530
final timing paths:
kind	cells after the start	slack (ps)	to
worst max-delay path	1	40	EX_rs[1]
worst min-delay path	1	290	EX_rd1[25]
cell families after synthesis:
| logic type | share of synthesized area, % |
|---|---|
| DFF | 100 |
timing repair:
item,in CTS,in global routing
pin swaps,0,0
setup endpoints to repair,93,18
resized,302,7
power breakdown:
part           switching, mW  total [mW]  internal, mW  leakage [nW]
sequential            0.0412        3.94          3.90         0.785
combinational         0.0762       0.519         0.443         0.740
clock                   1.16        2.71          1.55         0.110
total                   1.28        7.18          5.89          1.64
area by class of cell:
cell class / count / area [sq um] / area share (%)
flip-flops and latches: 93 / 1880 / 51.8
clock buffers: 13 / 159 / 4.39
repair buffers: 186 / 1430 / 39.4
clock inverters: 3 / 67.6 / 1.86
well taps: 75 / 93.8 / 2.59
Power figures rest on the tool's default switching activity, not on a simulated workload.
