==> design/flow/design.v <==
module EX_MEM (
    input clk,
    input EX_regwrite,
    input EX_memtoreg,
    input EX_memread,
    input EX_memwrite,
    input [31:0] EX_out,
    input [31:0] EX_wdata,
    input [2:0] EX_rd,
    output reg MEM_regwrite,
    output reg MEM_memtoreg,
    output reg MEM_memread,
    output reg MEM_memwrite,
    output reg [31:0] MEM_out,
    output reg [31:0] MEM_wdata,
    output reg [2:0] MEM_rd
);
    always @(posedge clk ) begin
        MEM_regwrite <= EX_regwrite;
        MEM_memtoreg <= EX_memtoreg;
        MEM_memread <= EX_memread;
        MEM_memwrite <= EX_memwrite;
        MEM_out <= EX_out;
        MEM_wdata <= EX_wdata;
        MEM_rd <= EX_rd;
    end
endmodule
==> design/flow/run.sh <==
#!/bin/bash
# OpenROAD 26Q1-2900-gdf79404cd8, Yosys 0.63+post, stock flow scripts
make -C /OpenROAD-flow-scripts/flow DESIGN_CONFIG=/design/flow/config.mk WORK_HOME=/design/flow/orfs finish
==> design/flow/config.mk <==
export PLATFORM = sky130hd
export DESIGN_NAME = EX_MEM
export DESIGN_NICKNAME = EX_MEM
export VERILOG_FILES = /design/flow/design.v
export SDC_FILE = /design/flow/constraint.sdc
export NUM_CORES = 4
export LEC_CHECK = 1
export CORE_AREA = 10 10 114 114
export DIE_AREA = 0 0 124 124
==> design/flow/constraint.sdc <==
current_design EX_MEM

set clk_period 1.0
set clk_io_pct 0.2

create_clock -name clk0 -period $clk_period [get_ports {clk}]

set non_clock_inputs [all_inputs -no_clocks]
set_input_delay [expr $clk_period * $clk_io_pct] -clock clk0 $non_clock_inputs
set_output_delay [expr $clk_period * $clk_io_pct] -clock clk0 [all_outputs]
==> flow_summary.yaml <==
# generated from flow reports
cts:
  cts_root_buffer: "clkbuf_8"
  postCtsSetupRepairBufs: 0
  numCtsBuffers: 9
  cts_tree: "built"
  htreeDepth: 3
  clock-sinks: 71
  clkSlewWorstSetupHoldPaths_ps: 70
  cts.path.max_buffers: 2
job:
  cap_violations: 0
  warning_count: 27
yosys:
  simple_gate_share_pct: 0
  ys_types: 1
  yosys_warnings: 1
  numSynthFlops: 71
  synthesis.area_mm2: 0.00142
  synth_top_cell_by_area: "dfxtp_1"
  synth_seq_share_pct: 100
  adder_share_pct: 0
  ys_sh_aoi_pct: 0
  ys_chip_area_mm2: 0.00142
  top_cells_by_area: "dfxtp_1 (100%)"
  synthCells: 71
  top_area_share_pct: 100
  xor_area_share_pct: 0
  mux_share_pct: 0
  ys_cells: 71
  avgSynthCellArea_um2: 20.0
power_and_ir_drop:
  peakVddDrop_v: 0.000584
  leakage_nw: 1.27
  power_density_mw_per_mm2: 1990
  total_power_mw: 5.72
detailed_routing:
  n_antenna_cell: 0
  drc_errors: 0
  drt_iter0_markers: 18
  viasPerCell: 2.93
  num_vias: 1070
  wire_per_inst_um: 13.0
  ant_nets: 0
  wirelength_um: 4760
  drt-pass1-iter-count: 3
final_timing:
  slew_violations: 0
  setup_viol_count_final: 0
  worstMarginPinSlew_ps: 112
  fin_ws_ps: 33.1
  rsz0062_at_grt: "yes"
  final_hold_viol_count: 0
  max_freq_mhz: 1030
  min_period_ps: 967
  slew_headroom_pct: 92.5
  post-route-period-util_pct: 96.7
critical_path:
  critical-path-top-delay-family: "flip-flops"
  crit_arrival_ps: 770
  cp_slowest_stage_delay_ps: 320
  worst-path-buf-inv: 1
  path_class: "flip-flop to output port"
  setup.worst_path.start: "MEM_out[14]"
  slowest_stage: "dfxtp_2"
  worst-endpoint-required_ps: 800
  cp-start-kind: "flip-flop"
  cp-end-kind: "output port"
  cp_max_fo: 1
  path_cells: "buf_2"
global_route:
  grt_pass1_wl_um: 6560
  grt_util_all_layers_pct: 5.70
  grt-ovfl-total: 0
  grt_pass1_vias: 1121
  grt_max_degree: 12
  antenna_found_initial: 0
cells_and_area:
  area.growth.synth_to_final_pct: 102
  fillers: 1074
  drive_gt1_share_pct: 38.0
  final_cell_mix: "clkdlybuf4s50_1 (71), buf_2 (71), dfxtp_1 (70)"
  layout.area.comb_um2: 0
  comb_cells: 0
  layout.cells.non_filler: 365
  seq_area_mm2: 0.00142
placement:
  dp.cells: 349
  place_worst_setup_slack_ps: 2.52
  hpwl_um: 3900
  place_congestion: 0.738
  numPortBuffers: 142
worst_hold_path:
  hp-class: "input port to flip-flop"
  hp-start: "EX_wdata[10]"
floorplan:
  rows: 37
  ioPinCount: 143
  placeableCoreArea_mm2: 0.0104
  die_h_um: 124
  fp-utilization_pct: 13.6
  dieArea_mm2: 0.0154
  die_w_um: 124
run_status:
  status: "finished, final reports clean"
[what timing repair did]
item | CTS | global route
hold buffers | 0 | 0
setup endpoints to repair | 71 | 21
gates resized | 221 | 0
[cells in the mapped netlist]
master   number
dfxtp_1      71
[stage by stage]
stage	instance area, um2	TNS (ps)	util [%]	hold slack [ps]
6_report	2870	0	27.5	298
5_1_grt	2870	-118	27.5	259
4_1_cts	2870	-29.9	27.5	249
3_5_place_dp	3010	0	28.9	652
3_3_place_gp	3010	-10.3	28.9	649
2_1_floorplan	1420	0	-	228
[power by group]
part           internal [mW]  switching (mW)  leakage [nW]
logic                  0.330          0.0623         0.557
registers               2.98          0.0289         0.599
clock network           1.35           0.972         0.109
total                   4.66            1.06          1.27
[per-layer routing]
| layer | up-vias | global-route usage [%] | wire length, um |
|---|---|---|---|
| met5 | - | 0 | 0 |
| met3 | 9 | 5.14 | 892 |
| li1 | 523 | - | - |
| met2 | 77 | 8.61 | 2200 |
| met4 | 0 | 1.51 | 115 |
| met1 | 461 | 5.69 | 1550 |
[state kept, by name, summed over array words and instances, names as in the netlist]
register,count
MEM_memwrite,1
MEM_memtoreg,1
MEM_regwrite,1
MEM_rd,3
MEM_wdata,32
MEM_out,32
MEM_memread,1
[cell families (layout without fill, tap and decap cells)]
logic type,count (synthesis),after routing
buffers and inverters,0,158
DFF,71,71
[layout make-up]
type | instances | area share, %
flip-flops and latches | 71 | 49.6
repair buffers | 142 | 37.2
well taps | 136 | 5.93
clock buffers | 13 | 5.89
clock inverters | 3 | 1.40
[worst paths after layout]
kind | endpoint | slack [ps] | cells after the start
setup / recovery | MEM_out[14] | 30 | 1
hold / removal | MEM_wdata[10] | 300 | 1
Power figures rest on the tool's default switching activity, not on a simulated workload.
